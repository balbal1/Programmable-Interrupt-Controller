--- flow/design.v ---
module Cascade (CAS, SP_EN, isr_highest_bit, icw3, send_vector_address);
    inout [2:0] CAS;
    input SP_EN;
    input [7:0] isr_highest_bit, icw3;
    output reg send_vector_address;
    wire [2:0] cas_read;
    reg [2:0] cas_write;
    assign CAS = SP_EN ? cas_write : 3'hZ;
    assign cas_read = CAS;
    always @(*) begin
        if (SP_EN) begin
            case (icw3 & isr_highest_bit)
                8'h01: begin
                    cas_write <= 3'b000;
                    send_vector_address <= 0;
                end
                8'h02: begin
                    cas_write <= 3'b001;
                    send_vector_address <= 0;
                end
                8'h04: begin
                    cas_write <= 3'b010;
                    send_vector_address <= 0;
                end
                8'h08: begin
                    cas_write <= 3'b011;
                    send_vector_address <= 0;
                end
                8'h10: begin
                    cas_write <= 3'b100;
                    send_vector_address <= 0;
                end
                8'h20: begin
                    cas_write <= 3'b101;
                    send_vector_address <= 0;
                end
                8'h40: begin
                    cas_write <= 3'b110;
                    send_vector_address <= 0;
                end
                8'h80: begin
                    cas_write <= 3'b111;
                    send_vector_address <= 0;
                end
                default: begin
                    cas_write <= 3'b000;
                    send_vector_address <= 1;
                end
            endcase
        end
        else begin  
            if (cas_read == icw3[2:0])  
                send_vector_address <= 1;
            else
                send_vector_address <= 0;
        end    
    end
endmodule
--- flow/run.sh ---
#!/bin/bash
# OpenROAD 26Q1-2900-gdf79404cd8, Yosys 0.63+post, stock flow scripts
make -C /OpenROAD-flow-scripts/flow DESIGN_CONFIG=/design/flow/config.mk WORK_HOME=/design/flow/orfs finish
--- flow/config.mk ---
export PLATFORM = sky130hd
export DESIGN_NAME = Cascade
export DESIGN_NICKNAME = Cascade
export VERILOG_FILES = /design/flow/design.v
export SDC_FILE = /design/flow/constraint.sdc
export NUM_CORES = 4
export LEC_CHECK = 1
export CORE_AREA = 10 10 70 70
export DIE_AREA = 0 0 80 80
--- flow/constraint.sdc ---
current_design Cascade

set clk_period 1.7
set clk_io_pct 0.2

create_clock -name clk0 -period $clk_period

set non_clock_inputs [all_inputs -no_clocks]
set_input_delay [expr $clk_period * $clk_io_pct] -clock clk0 $non_clock_inputs
set_output_delay [expr $clk_period * $clk_io_pct] -clock clk0 [all_outputs]
==> out/results.txt <==
run status = stopped before the end
Ys Warns = 2
Starting Density = 9.82%
Dominant cell area share = 13.4%
cts hold-fix bufs = 0
post-CTS setup buffer count = 2
endpoints left unconstrained = 6
post_cts resized = 72
ys flops = 3
most used flip-flop cell = dlxtp_1
Yosys cell types = 23
synthesized cell area = 335 sq um
Mapped Cells = 44
tool error = [error] [KeplerFormal.cpp:679] Workflow failed: Iso has multiple drivers: .CAS2, CAS[2]$_DLATCH_P_.Q0
post-synth top area cell = dlxtp_1
Mapped Avg Cell Area = 7.62 sq um
Chip Area, Yosys = 335 sq um
die height = 80 um
RD Place Congestion = 0.760
placed cell area = 659 sq um
dpl ws = -733 ps
Async SR Flop Fraction = 0%
Ports = 21
most frequent cell after synthesis = nand2_1
synth top area cells = dlxtp_1 (13%), xor2_1 (13%), a22o_1 (10%), nand2_1 (9.0%), nor3_2 (6.0%)
# placed instances = 120
EDFF count, synth = 0
Last stage = 4_1_cts
DP Wirelength = 1040 um
Post-synth top cells = nand2_1 (8), xor2_1 (5), a22o_1 (4), dlxtp_1 (3)
register pins left without a clock = 3
I/O Buffers = 18
yosys stat cell total = 44
row cnt = 21
Die Wd = 80 um
==> per-stage QoR <==
stage,power (W),utilization (%)
floorplan,0.0000673,-
global placement,0.000149,19.3
detailed placement,0.000151,19.3
==> cell families after synthesis <==
family | share of synthesized area [%]
AOI/OAI and AO/OA | 23.1
xor gates and xnor gates | 18.3
buffers and inverters | 4.48
latches | 13.4
and+or+nand+nor | 40.7
No activity file was given, so power comes from the tool's default toggle rates.
