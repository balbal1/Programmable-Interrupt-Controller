==> /design/flow/design.v <==
module ControlLogic (wr, rd, a0, send_vector_address, number_of_ack, command_word, irr, isr, isr_highest_bit, level_triggered, auto_eoi, direction, databus_output, icw3, ocw1, ocw2);
    input wr, rd, a0, send_vector_address;
    input [1:0] number_of_ack;
    input [7:0] command_word, irr, isr, isr_highest_bit;
    output level_triggered, auto_eoi;
    output reg direction;
    output [7:0] databus_output;
    output reg [7:0] icw3, ocw1 = 8'h00, ocw2 = 8'h40;
    reg [2:0] interrupt_address;
    wire [7:0] selected_register, vector_address;
    reg [7:0] icw1, icw2, icw4, ocw3 = 8'h08;
    parameter idle = 5'b00001,
              ICW1 = 5'b00010,
              ICW2 = 5'b00100,
              ICW3 = 5'b01000,
              ICW4 = 5'b10000;
    reg [4:0] currentstate = idle, nextstate;
    assign auto_eoi = icw4[1];
    assign level_triggered = icw1[3];
    assign vector_address = {icw2[7:3], interrupt_address};  
    assign selected_register = ocw3[0] ? isr : irr;
    assign databus_output = ocw3[1] ? selected_register : vector_address;
    always @(isr_highest_bit) begin
        case (isr_highest_bit)
            8'h01: interrupt_address <= 3'b000;
            8'h02: interrupt_address <= 3'b001;
            8'h04: interrupt_address <= 3'b010;
            8'h08: interrupt_address <= 3'b011;
            8'h10: interrupt_address <= 3'b100;
            8'h20: interrupt_address <= 3'b101;
            8'h40: interrupt_address <= 3'b110;
            8'h80: interrupt_address <= 3'b111;
            default: interrupt_address <= 3'b000;
        endcase
    end
    always @(negedge wr) begin    
        currentstate <= nextstate;
    end
    always@(currentstate, command_word, a0) begin  
        case (currentstate)
            idle:
                if (command_word[4] == 1 && a0 == 0)   
                    nextstate <= ICW1;
                else
                    nextstate <= idle;
            ICW1: nextstate <= ICW2;
            ICW2:
                if (icw1[1] == 0)  
                    nextstate <= ICW3;
                else if (icw1[0] == 1)  
                    nextstate <= ICW4;
                else  
                    nextstate <= idle;
            ICW3:
                if (icw1[0] == 1)  
                    nextstate <= ICW4;
                else
                    nextstate <= idle;
            ICW4:
                if (command_word[4] == 1 && a0 == 0)   
                    nextstate <= ICW1;
                else
                    nextstate <= idle;
        endcase
    end
    always@(currentstate) begin  
        case (currentstate)
            ICW1: icw1 <= command_word;
            ICW2: icw2 <= command_word;
            ICW3: icw3 <= command_word;
            ICW4: icw4 <= command_word;
        endcase
    end
    always @(negedge wr) begin  
        if (nextstate == idle) begin
            if (a0 == 1)
                ocw1 <= command_word;
            else if (command_word[3] == 0)
                ocw2 <= command_word;
            else
                ocw3 <= command_word;
        end
    end
    always @(number_of_ack, send_vector_address, rd) begin   
        if (number_of_ack == 2 && send_vector_address || rd == 1'b0)
            direction = 1;
        else
            direction = 0;
    end
endmodule
==> /design/flow/run.sh <==
#!/bin/bash
# OpenROAD 26Q1-2900-gdf79404cd8, Yosys 0.63+post, stock flow scripts
make -C /OpenROAD-flow-scripts/flow DESIGN_CONFIG=/design/flow/config.mk WORK_HOME=/design/flow/orfs finish
==> /design/flow/config.mk <==
export PLATFORM = sky130hd
export DESIGN_NAME = ControlLogic
export DESIGN_NICKNAME = ControlLogic
export VERILOG_FILES = /design/flow/design.v
export SDC_FILE = /design/flow/constraint.sdc
export NUM_CORES = 4
export LEC_CHECK = 1
export CORE_AREA = 10 10 104 104
export DIE_AREA = 0 0 114 114
==> /design/flow/constraint.sdc <==
current_design ControlLogic

set clk_period 1.8
set clk_io_pct 0.2

create_clock -name clk0 -period $clk_period [get_ports {wr}]

set non_clock_inputs [all_inputs -no_clocks]
set_input_delay [expr $clk_period * $clk_io_pct] -clock clk0 $non_clock_inputs
set_output_delay [expr $clk_period * $clk_io_pct] -clock clk0 [all_outputs]
==> notes.md <==
Results of the flow run.

Measured against its own limit, the worst slew margin works out to 0.578. Looking at the critical path, the single cell with the biggest stage delay is sky130_fd_sc_hd__edfxtp_1. Per the OpenROAD floorplan log, the width of the die is 114 um. The OpenROAD report gives the critical path a data arrival time of approximately 2.5 ns. The HPWL after detailed placement stands at 3.78 mm. Ranking logic cells in the layout by count gives the top entries sky130_fd_sc_hd__clkdlybuf4s50_1, sky130_fd_sc_hd__inv_1, sky130_fd_sc_hd__buf_2. The die is 114 um tall.

The total number of yosys warnings stands at 1. The total antenna diodes in the routed design stands at 0. After layout, the worst setup slack is -1.01 ns. The number of placed instances with taps included stands at 320. Summing all multi-input logic gate instances after layout gives 537 um^2. The overall via count from detail_route stands at 1316. The worst hold margin stands at 1.32 ns. The distinct cell type count after synthesis stands at 38. In this run, the synthesized area fraction spent on xor and xnor cells is recorded as 0.0361.

The buffering stage count on the worst path with inverters included stands at 3. The combined area of all synthesized cells stands at 1460 um^2. TritonRoute reported its final design rule violation total as 0. The number of buffers on the longest clock path stands at 2.

Per the detail_route log, the uppermost layer with routed signals is met4. The via count of the first global-routing pass was roughly 1400. The total cell area reported by yosys after synthesis stands at 1460 um^2. The worst setup path is captured at an output port. The number of unconstrained endpoints stands at 37. The maximum fanout along the worst path stands at 3. The total overflow left after global routing is 0.

The final reports fail on negative setup slack. The tightest min-delay check is of the in2reg type. Across the VDD grid, the largest voltage drop is ~190 uV. The OpenROAD warning count stands at 50. In the synthesized netlist the async set-or-reset flop fraction comes to 0.

Among logic cells in the layout, the one with the most instances is sky130_fd_sc_hd__clkdlybuf4s50_1. The total routing resource utilization after global routing stands at 0.0705. Along the worst hold path, the cell count comes to 2.

After layout, the design draws a total of around 1.3 mW. The number of cells reported by Yosys stat comes to between 100 and 150. After detailed routing, the wire length on met1 is roughly 2.0 mm. The met3 wire length stands at 469 um. The final standard cell count with taps included and fillers excluded stands at 352. The final routed wire length divided by cell count stands at 13.5 um. The number of max-slew violations in the final report stands at 0. The count of endpoints failing hold in the final timing report stands at 0.

At the placement stage, the worst setup path has a slack of -1.05 ns. The tally of max-capacitance violations stands at 0. The adder-cell share of the synthesized area stands at 0. Per the synthesis report, the AND-OR/OR-AND share of the synthesized area is 0.0800. The report puts the hold buffer count at CTS at 0. STA classifies the critical path startpoint as a flip-flop. Post-synth the commonest register cell is sky130_fd_sc_hd__edfxtp_1. The timer found 22 register pins that no clock reaches; their paths are not timed. The sequential cell area stands at 941 um^2.

The last timing report of the flow puts the setup violation total at 23. The chip area stands at approximately 13000 um^2. After detailed routing, the number of vias per cell comes to 3.74.

The synthesis stat section lists a flop and latch total of 44. By area the synthesized netlist is led by sky130_fd_sc_hd__edfxtp_1, sky130_fd_sc_hd__dlxtn_1, sky130_fd_sc_hd__dlxtp_1. Of the total synthesized cell area, the portion taken by AND, OR, NAND and NOR gates is 0.155.

The detailed router reports a met2 wire length of ~2.2 mm. The first-pass GRT wire length stands at 7.31 mm. The violation count after the first detailed-routing iteration stands at about 100.

The depth of the CTS H-tree stands at 1. The final layout contains routed wiring with a total length of 4.75 mm. The synthesized design contains 17 enable-type register cells.

The CTS buffer count stands at 3. In this run the count of I/O pins placed on the die edge is 73. For reference, the critical path cell chain is buf_6, buf_4, mux2_2, a22o_1, buf_2. Yosys reports the multiplexer fraction of the synthesized area as 0.0559.

The filler cells instantiated in the layout total between 800 and 900. Grouping non-sequential cells by family puts the most area in simple AND/OR/NAND/NOR gates. The largest net degree at the start of global routing stands at 14. The flow ran to the end, but the final reports show violations. Among cell families on the critical path, the largest total delay comes from flip-flops. The cell count after synthesis stands at 124. The proportion of layout cells with a drive suffix above 1 stands at 0.279. The port buffer count stands at between 70 and 80. In this run the clock root is driven by a sky130_fd_sc_hd__clkbuf_8.

Looking at area per cell type in the netlist, the leader is sky130_fd_sc_hd__edfxtp_1. The leakage power in the latest report is 1.18 nW. The transition time recorded at the tightest slew-check pin is about 0.63 ns. The power density over the cells stands at ~500 nW/um^2. Per the hold report, the tightest min-delay path originates at command_word[3]. Looking at the setup timing report, the critical path kind is reg2out.

The critical path data required time stands at 1.44 ns. Looking at the hold checks, the worst path lands on ocw1[3]. The final weighted congestion in routability-driven placement stands at 0.804.

The total iterations of the first detailed-routing run stands at 4. The mean instance size in the synthesized netlist stands at 11.7 um^2. The floorplan-stage core utilization stands at 0.168. In this run the remaining antenna-violating nets after routing total 0. The layout overhead on the synthesized area stands at 78.6%.

The clock-pin slew of the registers on the worst-case setup and hold paths stands at approximately 0.03 ns. The number of antenna violations at the first check in global routing stands at 0. TritonCTS built the clock tree. Setup repair after global routing could not meet its margin everywhere.

The largest stage delay on the critical path stands at 0.42 ns. Of the post-synthesis cell area, the dominant cell type holds 0.351. Per the OpenROAD floorplan log, the area of the core is 8680 um^2. The cell row count stands at 34.
-- area by class of cell --
type | count | area share
Timing Repair Buffer | 101 | 0.329
Sequential cell | 44 | 0.362
Clock inverter | 22 | 0.0318
Multi-Input combinational cell | 72 | 0.207
Clock buffer | 3 | 0.0159
Inverter | 2 | 0.00289
Tap cell | 108 | 0.0520
-- per-stage QoR --
step	area (um^2)	setup TNS, ns	util
detailed placement	2480	-27.13	0.286
floorplan	1490	-2.82	-
global route	2600	-12.75	0.299
CTS	2600	-11.93	0.300
finish	2600	-11.26	0.299
global placement	2480	-26.58	0.286
-- synthesized netlist by cell type (2+ instances only) --
master                     count
sky130_fd_sc_hd__xnor2_1       3
sky130_fd_sc_hd__dlxtp_1       8
sky130_fd_sc_hd__dlxtn_1      14
sky130_fd_sc_hd__a211o_1       2
sky130_fd_sc_hd__o21ai_0       3
sky130_fd_sc_hd__nor4b_1       2
sky130_fd_sc_hd__a21oi_1       6
sky130_fd_sc_hd__nor2_1       11
sky130_fd_sc_hd__nor3_1        4
sky130_fd_sc_hd__mux2i_1       7
sky130_fd_sc_hd__and3_1        2
sky130_fd_sc_hd__edfxtp_1     17
sky130_fd_sc_hd__xor2_1        3
sky130_fd_sc_hd__nor4_1        2
sky130_fd_sc_hd__dfxtp_1       5
sky130_fd_sc_hd__nor2b_1       6
sky130_fd_sc_hd__nand2_1       4
sky130_fd_sc_hd__nand2b_1      2
sky130_fd_sc_hd__clkbuf_1      2
sky130_fd_sc_hd__inv_1         3
-- cells by family (layout without fill, tap and decap cells) --
kind of cell,Yosys count,after routing
flip-flops,22,22
other,1,1
AND/OR/NAND/NOR,40,40
AND-OR/OR-AND,17,17
multiplexers,8,8
buffers and inverters,8,128
XOR/XNOR,6,6
latches,22,22
-- report_power, final --
| part | switching [mW] | internal [mW] |
|---|---|---|
| Sequential | 0.00843 | 0.590 |
| Clock | 0.269 | 0.213 |
| Combinational | 0.0860 | 0.169 |
-- per-layer routing --
metal,vias up,GRT usage
li1,680,-
met1,575,0.0844
met2,53,0.112
met3,8,0.0319
met4,0,0.0209
met5,-,0
-- sequential cells by signal, summed over array words and instances, names as in the netlist --
signal	flops
currentstate	5
icw1	3
icw2	5
icw3	8
icw4	1
nextstate	5
ocw1	8
ocw2	7
ocw3	2
-- how the worst max path moves through the flow --
stage | start | endpoint | slack (ns) | cells past startpoint
global route | ocw3[1] | databus_output[1] | -1.11 | 5
CTS | ocw3[1] | databus_output[1] | -1.08 | 5
finish | ocw3[0] | databus_output[2] | -1.01 | 5
-- repair_timing --
| action | CTS | global route |
|---|---|---|
| pin swaps | 12 | 5 |
| gates resized | 91 | 5 |
| buffers inserted | 8 | 2 |
| endpoints found under the setup margin | 42 | 23 |
Power is estimated from default activity; no workload was simulated.
