--- flow/config.mk ---
export PLATFORM = sky130hd
export DESIGN_NAME = IRR
export DESIGN_NICKNAME = IRR
export VERILOG_FILES = /design/flow/design.v
export SDC_FILE = /design/flow/constraint.sdc
export NUM_CORES = 4
export LEC_CHECK = 1
export CORE_AREA = 10 10 70 70
export DIE_AREA = 0 0 80 80
--- flow/constraint.sdc ---
current_design IRR

set clk_period 1.0
set clk_io_pct 0.2

create_clock -name clk0 -period $clk_period [get_ports {IR0}]
create_clock -name clk1 -period $clk_period [get_ports {IR1}]
create_clock -name clk2 -period $clk_period [get_ports {IR2}]
create_clock -name clk3 -period $clk_period [get_ports {IR3}]
create_clock -name clk4 -period $clk_period [get_ports {IR4}]
create_clock -name clk5 -period $clk_period [get_ports {IR5}]
create_clock -name clk6 -period $clk_period [get_ports {IR6}]
create_clock -name clk7 -period $clk_period [get_ports {IR7}]

set non_clock_inputs [all_inputs -no_clocks]
set_input_delay [expr $clk_period * $clk_io_pct] -clock clk0 $non_clock_inputs
set_output_delay [expr $clk_period * $clk_io_pct] -clock clk0 [all_outputs]
--- flow/design.v ---
module  IRR (IR0, IR1, IR2, IR3, IR4, IR5, IR6, IR7, INTA, reset_irr_bit, level_triggered, number_of_ack, imr, irr_highest_bit, irr);
    input IR0, IR1, IR2, IR3, IR4, IR5, IR6, IR7, INTA, reset_irr_bit, level_triggered;
    input [1:0] number_of_ack;
    input [7:0] imr, irr_highest_bit;
    output reg [7:0] irr = 8'b00000000;
    wire clear_ir0, clear_ir1, clear_ir2, clear_ir3, clear_ir4, clear_ir5, clear_ir6, clear_ir7;
    reg ir0 = 0, ir1 = 0, ir2 = 0, ir3 = 0, ir4 = 0, ir5 = 0, ir6 = 0, ir7 = 0;
    assign clear_ir0 = reset_irr_bit & irr_highest_bit == 8'h01;
    assign clear_ir1 = reset_irr_bit & irr_highest_bit == 8'h02;
    assign clear_ir2 = reset_irr_bit & irr_highest_bit == 8'h04;
    assign clear_ir3 = reset_irr_bit & irr_highest_bit == 8'h08;
    assign clear_ir4 = reset_irr_bit & irr_highest_bit == 8'h10;
    assign clear_ir5 = reset_irr_bit & irr_highest_bit == 8'h20;
    assign clear_ir6 = reset_irr_bit & irr_highest_bit == 8'h40;
    assign clear_ir7 = reset_irr_bit & irr_highest_bit == 8'h80;
    always @(IR0, IR1, IR2, IR3, IR4, IR5, IR6, IR7, ir0, ir1, ir2, ir3, ir4, ir5, ir6, ir7, reset_irr_bit, number_of_ack) begin
        if (!level_triggered)
            irr = {ir7, ir6, ir5, ir4, ir3, ir2, ir1, ir0};
        else begin
            irr = {IR7, IR6, IR5, IR4, IR3, IR2, IR1, IR0} & ~imr;
        end
    end
    always @(posedge IR0, posedge clear_ir0) begin
        if (clear_ir0)
            ir0 = 0;
        else
            ir0 = 1 & ~imr[0];
    end
    always @(posedge IR1, posedge clear_ir1) begin
        if (clear_ir1)
            ir1 = 0;
        else
            ir1 = 1 & ~imr[1];
    end
    always @(posedge IR2, posedge clear_ir2) begin
        if (clear_ir2)
            ir2 = 0;
        else
            ir2 = 1 & ~imr[2];
    end
    always @(posedge IR3, posedge clear_ir3) begin
        if (clear_ir3)
            ir3 = 0;
        else
            ir3 = 1 & ~imr[3];
    end
    always @(posedge IR4, posedge clear_ir4) begin
        if (clear_ir4)
            ir4 = 0;
        else
            ir4 = 1 & ~imr[4];
    end
    always @(posedge IR5, posedge clear_ir5) begin
        if (clear_ir5)
            ir5 = 0;
        else
            ir5 = 1 & ~imr[5];
    end
    always @(posedge IR6, posedge clear_ir6) begin
        if (clear_ir6)
            ir6 = 0;
        else
            ir6 = 1 & ~imr[6];
    end
    always @(posedge IR7, posedge clear_ir7) begin
        if (clear_ir7)
            ir7 = 0;
        else
            ir7 = 1 & ~imr[7];
    end
endmodule
--- flow/run.sh ---
#!/bin/bash
# OpenROAD 26Q1-2900-gdf79404cd8, Yosys 0.63+post, stock flow scripts
make -C /OpenROAD-flow-scripts/flow DESIGN_CONFIG=/design/flow/config.mk WORK_HOME=/design/flow/orfs finish
==> run summary <==
State of the implementation.

- The cell accounting for the most synthesized area is sky130_fd_sc_hd__dfrtp_1, for reference.
- After detailed routing, the number of remaining DRC violations is 0.
- The most critical setup path has its startpoint at ir5$_DFF_PP0_.
- After synthesis, the design contains 49 cells according to Yosys.
- Per the detail_route log, met2 wirelength is 973 µm.
- The average wire per standard cell is 13.7 µm, for reference.
- The share of the synthesized area in the top cell type is 0.419, for reference.
- The number of storage elements in the synthesis netlist is 8, for reference.
- The total overflow reported by the global router is 0, for reference.
- The data required time reported for the critical path is 800 ps.
- The final reports fail on negative setup slack.
- The warning count from the yosys run is 1, for reference.
- Summing every instance area after synthesis gives 478 µm².
- The worst setup path is launched from a flip-flop.
- The final count of pins violating max slew is 0, for reference.
- Per the run report, area growth between synthesis and finish was 141%.
- The wire length after detailed routing is 2190 µm, for reference.
- Setup repair after global routing could not meet its margin everywhere.
- Of the synthesized area, sequential elements account for 0.419.
- The family with the most delay on the worst path is flip-flops, for reference.
- The area of the die is 6400 µm², for reference.
- The timing report gives the biggest stage delay along the critical path as 350 ps.
- The yosys synthesis chip area is 478 µm², for reference.
- The number of antenna violations at the first check in global routing came to 0.
- The floorplan die width is 80 µm, for reference.
- The type of the tightest min-delay check is in -> async, for reference.
- Entering global routing, the biggest net connects 9 pins.
- In the layout the commonest cells are sky130_fd_sc_hd__clkbuf_4 (36), sky130_fd_sc_hd__clkdlybuf4s50_1 (17), sky130_fd_sc_hd__inv_1 (11).
- The minimum hold slack is 136 ps, for reference.
- The area inside the core boundary is 3420 µm², for reference.
- Looking at the setup timing report, the critical path kind is reg -> out.
- The share of cells above drive strength 1 is 0.570, for reference.
- The tool warning count for the run is 50.
- In this run the count of I/O pins placed on the die edge is 37.
- For this run, the final setup violation count is recorded as 8.
- The detailed router finished its first iteration with 34 violations.
- From bottom edge to top edge, the die measures 80 µm.
- The slowest cell on the critical path is sky130_fd_sc_hd__dfrtp_1, for reference.
- The most common library cell in the layout ignoring fill and taps is sky130_fd_sc_hd__clkbuf_4, for reference.
- The kind of capture point of the worst setup path is an output pin, for reference.
- Looking at the critical path, the highest net fanout was 1.
- Measured on the finished design, the core utilization comes to 0.337.
- The placement report lists the number of port buffers as 26.
- Across all checked pins, the minimum headroom to the slew limit is 0.740.
- The power per unit of standard cell area is 2520 nW/µm², for reference.
- The maximum VDD drop is 0.00137 V, for reference.
- The detailed-placement wirelength estimate is 1340 µm, for reference.
- TritonCTS built the clock tree.
- The hold violation count in the final report is 0, for reference.
- By area the synthesized netlist is led by sky130_fd_sc_hd__dfrtp_1 (42%), sky130_fd_sc_hd__nand4b_1 (15%), sky130_fd_sc_hd__a31o_2 (9.2%), sky130_fd_sc_hd__inv_1 (8.6%), sky130_fd_sc_hd__nor2b_1 (6.5%).
- The arrival time at the worst endpoint is 1110 ps, for reference.
- The run finished, with violations left.
- The first global-routing pass estimated 3680 µm of wire.
- For reference, the critical path cell chain is nor2b_4 -> a31o_2 -> buf_2.
- The remaining antenna violation count after routing is 0, for reference.
- The via count of the routed design is 668, for reference.
- Per the detail_route report, inserted antenna diodes total 0.
- The tool flagged a number of max-cap violations equal to 0.
- The count of hold-fix buffers inserted at cts is 0, for reference.
- The floorplan row count is 21, for reference.
- The post-route worst setup slack is -308 ps, for reference.
- Per the post-synthesis report, the number of cells in the design is 49.
- The average cell area after synthesis is 9.75 µm², for reference.
- The static leakage is 0.536 nW, for reference.
- The slew at the pin closest to its max-slew limit is 388 ps, for reference.
- Per the detail_route log, met3 wirelength is 304 µm.
- The via count of the first global-routing pass is 1052, for reference.
- The clock-pin slew of the registers on the worst-case setup and hold paths is 30 ps, for reference.
- The number of buffers and inverters on the critical path is 1.
- The count of unique library cells instantiated by Yosys is 12, for reference.
- The fraction of the core area occupied by cells at floorplan is 0.140, for reference.
- The wire length the detailed router placed on met1 is 843 µm, for reference.
- The iteration count of the initial detailed-routing pass is 4, for reference.
- Per the gpl log, the routability congestion estimate is 0.765.
- The detailed-route vias per instance is 4.18, for reference.
- The detailed router used layers up to and including met4.
- The overall track demand over capacity in global routing is 0.0786, for reference.
## flip-flops by register name, summed over array words and instances (netlist names)
name / count
ir6: 1
ir7: 1
ir0: 1
ir4: 1
ir2: 1
ir5: 1
ir3: 1
ir1: 1
## path summary, 6_finish.rpt
path	slack (ps)	to	depth (start not counted)
worst max-delay path	-310	irr[5]	3
worst min-delay path	140	ir6$_DFF_PP0_	2
max in group clk1	440	ir1$_DFF_PP0_	2
max in group clk2	480	ir2$_DFF_PP0_	2
max in group clk6	480	ir6$_DFF_PP0_	2
min in group clk5	380	ir5$_DFF_PP0_	2
min in group clk4	390	ir4$_DFF_PP0_	2
min in group clk7	390	ir7$_DFF_PP0_	2
## synth_stat cells
cell	instances
sky130_fd_sc_hd__nor4_1	2
sky130_fd_sc_hd__nor3b_1	1
sky130_fd_sc_hd__nand2_1	3
sky130_fd_sc_hd__dfrtp_1	8
sky130_fd_sc_hd__inv_1	11
sky130_fd_sc_hd__nor2b_1	5
sky130_fd_sc_hd__nor4_4	1
sky130_fd_sc_hd__o22ai_1	3
sky130_fd_sc_hd__a31o_2	5
sky130_fd_sc_hd__nor3b_2	1
sky130_fd_sc_hd__buf_4	1
sky130_fd_sc_hd__nand4b_1	8
## kinds of logic after synthesis
group,Yosys count,synth area share
flip-flops,8,0.419
AND-OR/OR-AND,8,0.131
buffers and inverters,12,0.102
AND/OR/NAND/NOR,21,0.348
## power breakdown
part	internal [mW]	leakage [nW]	total (mW)	switching, mW
logic	0.118	0.212	0.187	0.0689
registers	0.343	0.0837	0.348	0.00441
clock network	1.82	0.240	2.36	0.545
## per-layer routing
metal  vias up  GRT usage
met5         -          0
met4         0      0.102
li1        308          -
met1       297     0.0664
met3         9      0.107
met2        54     0.0698
## area by class of cell
type	count	area, µm²
Inverter	11	41.3
Tap cell	46	57.6
Clock buffer	45	324
Timing Repair Buffer	21	249
Sequential cell	8	200
Multi-Input combinational cell	29	279
Fill cell	345	2260
## through the flow
stage	cell area [µm²]	cells	setup WS [ps]	power [mW]	setup TNS [ps]
2_1_floorplan	478	49	99.7	0.477	0
3_3_place_gp	808	121	-688	0.725	-5480
3_5_place_dp	808	121	-699	0.729	-5530
4_1_cts	1140	160	-329	3.00	-2010
5_1_grt	1150	160	-358	3.16	-2270
6_report	1150	160	-308	2.90	-1830
## what timing repair did
item	in CTS	in global routing
hold endpoints to repair	0	0
pin swaps	6	0
setup endpoints to repair	11	10
setup buffers	1	0
gates resized	43	3
gates cloned	1	0
Power figures rest on the tool's default switching activity, not on a simulated workload.
